==> design.v <==
`timescale 1ns/1ns
module fullAdder1(  input x,
                    input y,
                    input c_in,
                    output sum,
                    output P_out,
                    output G_out);
    assign sum = x ^ y ^ c_in;
    assign P_out = x ^ y;
    assign G_out = x & y;
endmodule
module CLA4 (   input [3:0] P_in,G_in,
                input C_in,
                output [2:0] C_out,
                output P_out, G_out);
integer i;
reg P_out_int;
reg [3:0] C_out_int;
    assign G_out = G_in[3] | (P_in[3]&G_in[2]) | (P_in[3]&P_in[2]&G_in[1]) | (P_in[3]&P_in[2]&P_in[1]&G_in[0]);
    assign P_out = P_out_int;
    assign C_out = C_out_int[3:1];
    always @*
    begin
        C_out_int[0] = C_in;
        P_out_int = P_in[0];
        for(i=1; i<4; i=i+1)
        begin
            P_out_int = P_out_int & P_in[i];
            C_out_int[i] = G_in[i-1] | (C_out_int[i-1] & P_in[i-1]);
        end
    end
endmodule
module claAdder4(   input [3:0] x,y,
                    input c_in,
                    output [3:0] sum,
                    output c_out,P_out,G_out);
    wire [3:0] P_int,G_int,C_int;
    wire       P_final, G_final;
    assign C_int[0] = c_in;
    assign c_out = (P_final & c_in) | G_final;
    assign P_out = P_final;
    assign G_out = G_final;
    CLA4 CLA0(  .P_in(P_int),
                .G_in(G_int),
                .C_in(c_in),
                .C_out(C_int[3:1]),
                .P_out(P_final),
                .G_out(G_final));
    genvar i;
    generate
        for(i=0; i<4; i=i+1) begin
            fullAdder1 FA0( .x(x[i]),
                            .y(y[i]),
                            .c_in(C_int[i]),
                            .sum(sum[i]),
                            .P_out(P_int[i]),
                            .G_out(G_int[i]));
        end
    endgenerate
endmodule
module CLA_8(G_in,P_in,C_in,G_out,P_out,C_out);
input [7:0] G_in,P_in;
input C_in;
output G_out,P_out;
output [6:0] C_out;
reg [7:0] C_out_int;
reg P_int;
integer i;
	assign C_out = C_out_int[7:1];
	assign P_out = P_int;
	assign G_out =  G_in[7] | (P_in[7] & G_in[6]) | (P_in[7] & P_in[6] & G_in[5]) 
                    | (P_in[7] & P_in[6] & P_in[5] & G_in[4]) 
				    | (P_in[7] & P_in[6] & P_in[5] & P_in[4] & G_in[3]) 
                    | (P_in[7] & P_in[6] & P_in[5] & P_in[4] & P_in[3] & G_in[2])
				    | (P_in[7] & P_in[6] & P_in[5] & P_in[4] & P_in[3] & P_in[2] & G_in[1])
                    | (P_in[7] & P_in[6] & P_in[5] & P_in[4] & P_in[3] & P_in[2] & P_in[1] & G_in[0]);
	always@*
	begin
		C_out_int[0] = C_in;
		P_int = P_in[0];
		for(i=1; i<8; i=i+1)
		begin
			P_int = P_int & P_in[i];
			C_out_int[i] = G_in[i-1] | (P_in[i-1] & C_out_int[i-1]);
		end
	end
endmodule
module cla_adder_32(  input [31:0] x,
                    input [31:0] y,
                    input sub,
                    output [31:0] sum,
                    output c_out
                    );
wire [7:0] C_int;
wire [7:0] P_int, G_int;
wire [31:0] y_final;
wire P_final, G_final;
    assign C_int[0] = sub;
    assign c_out = (P_final & sub) | G_final;
    assign y_final = y ^ {32{sub}};
    genvar i;
    generate
        for(i=0; i<8; i=i+1) begin
            claAdder4 CLA4_0(   .x( x[4*(i+1)-1 : 4*i] ),
                                .y( y_final[4*(i+1)-1 : 4*i] ),
                                .c_in( C_int[i] ),
                                .sum( sum[4*(i+1)-1 : 4*i] ),
                                .c_out( ),
                                .P_out( P_int[i] ),
                                .G_out( G_int[i] ));
        end
    endgenerate
    CLA_8 CLA8_0(   .G_in(G_int),
                    .P_in(P_int),
                    .C_in(sub),
                    .G_out(G_final),
                    .P_out(P_final),
                    .C_out(C_int[7:1]));
endmodule
`timescale 1ns/1ns
module int_div_32(  input                        clk_i,
                    input                        load_i,
                    input   [OPERAND_SIZE-1 : 0] dividend_i,
                    input   [OPERAND_SIZE-1 : 0] divisor_i,
                    input                        signed_i,
                    output  reg                  result_rdy,
                    output  [OPERAND_SIZE-1 : 0] quotient_o,
                    output  [OPERAND_SIZE-1 : 0] remainder_o   
                    );
    parameter OPERAND_SIZE = 32;
    reg [OPERAND_SIZE-1 : 0] acc_q;
    reg [OPERAND_SIZE-1 : 0] dividend_q;
    reg [OPERAND_SIZE-1 : 0] divisor_q;
    reg [             1 : 0] state_q;
    reg [             4 : 0] cntr_q; 
    reg                      sign_result;
    reg                      sign_dividend;
    reg                      signed_divsn;
    wire [OPERAND_SIZE-1 : 0] sub_result;
    initial state_q = 0;
    assign quotient_o  = dividend_q;
    assign remainder_o = acc_q; 
    cla_adder_32 cla32( .x( {acc_q[OPERAND_SIZE-2:0],dividend_q[OPERAND_SIZE-1]} ), 
                        .y( divisor_q ), 
                        .sub( (signed_i) ? ~divisor_q[OPERAND_SIZE-1] : 1'b1 ), 
                        .sum( sub_result[OPERAND_SIZE-1 : 0] ), 
                        .c_out( )
                        );
    always @(negedge clk_i) begin
        case(state_q)
            2'b00: begin
                result_rdy    <= 0;
                signed_divsn  <= signed_i;
                sign_dividend <= dividend_i[OPERAND_SIZE-1];
                sign_result   <= (dividend_i[OPERAND_SIZE-1] ^ divisor_i[OPERAND_SIZE-1]);
                acc_q         <= 0;
                dividend_q    <= (load_i) ? ( (signed_i & (dividend_i[OPERAND_SIZE-1] == 1'b1)) ? ~dividend_i + 1 : dividend_i ) : dividend_q;
                divisor_q     <= (load_i) ? divisor_i  : divisor_q;
                cntr_q        <= 0;
                state_q       <= (load_i) ? 2'b01      : state_q;
            end
            2'b01: begin
                result_rdy    <= 0;
                signed_divsn  <= signed_divsn;
                sign_dividend <= sign_dividend;
                sign_result   <= sign_result;
                acc_q         <= (sub_result[OPERAND_SIZE-1] == 0) ?      sub_result[OPERAND_SIZE-1 : 0] : { acc_q[OPERAND_SIZE-2 : 0], dividend_q[OPERAND_SIZE-1] };
                dividend_q    <= (sub_result[OPERAND_SIZE-1] == 0) ? {dividend_q[OPERAND_SIZE-2:0],1'b1} :                       {dividend_q[OPERAND_SIZE-2:0],1'b0};
                divisor_q     <= divisor_q;
                cntr_q        <= cntr_q + 1;
                state_q       <= (cntr_q == OPERAND_SIZE-1) ? 2'b10 : state_q;
            end
            2'b10: begin
                result_rdy    <= 1;
                signed_divsn  <= signed_divsn;
                sign_dividend <= sign_dividend;
                sign_result   <= sign_result;
                acc_q         <= (signed_divsn & sign_dividend) ? ~acc_q+1      : acc_q;
                dividend_q    <= (signed_divsn & sign_result) ? ~dividend_q+1 : dividend_q;
                divisor_q     <= divisor_q;
                cntr_q        <= cntr_q;
                state_q       <= 2'b00;
            end
            default: begin
                result_rdy    <= 0;
                signed_divsn  <= 0;
                sign_dividend <= 0;
                sign_result   <= 0;
                acc_q         <= 0;
                dividend_q    <= 0;
                divisor_q     <= 0;
                cntr_q        <= 0;
                state_q       <= 0;
            end
        endcase
    end
endmodule
==> run.sh <==
#!/bin/bash
# OpenROAD 26Q1-2900-gdf79404cd8, Yosys 0.63+post, stock flow scripts
make -C /OpenROAD-flow-scripts/flow DESIGN_CONFIG=/design/flow/config.mk WORK_HOME=/design/flow/orfs finish
==> config.mk <==
export PLATFORM = sky130hd
export DESIGN_NAME = int_div_32
export DESIGN_NICKNAME = int_div_32
export VERILOG_FILES = /design/flow/design.v
export SDC_FILE = /design/flow/constraint.sdc
export NUM_CORES = 4
export LEC_CHECK = 1
export CORE_UTILIZATION = 40
==> constraint.sdc <==
current_design int_div_32

set clk_period 17.1
set clk_io_pct 0.2

create_clock -name clk0 -period $clk_period [get_ports {clk_i}]

set non_clock_inputs [all_inputs -no_clocks]
set_input_delay [expr $clk_period * $clk_io_pct] -clock clk0 $non_clock_inputs
set_output_delay [expr $clk_period * $clk_io_pct] -clock clk0 [all_outputs]
==> flow_metrics.env <==
# source this file to load flow results
export IMPL_outcome="finished clean"
export IMPL_path_cells="clkdlybuf4s50_1 -> nand2_2 -> buf_12 -> xor2_1 -> ha_1 -> nand4_1 -> a211oi_1 -> or3_1 -> o21ai_0 -> a211oi_1 -> nor2_1 -> fa_1 -> fa_1 -> fa_1 -> xor2_1 -> xnor2_2 -> buf_12 -> mux2_2 -> a22oi_1 -> nor2_1"
export IMPL_diodes=0
export IMPL_cts_root_buf="clkbuf_16"
export IMPL_ys_ff=107
export IMPL_grt_pass1_wl_um=36200
export IMPL_critPathMaxStageDelay_ns=0.58
export IMPL_syn_area_um2=8550
export IMPL_p_per_area_nw_per_um2=219
export IMPL_hold_viol_final=0
export IMPL_die_width_um=148
export IMPL_num_fill_cells=1859
export IMPL_layout_top_cell="clkdlybuf4s50_1"
export IMPL_setup_viol=0
export IMPL_initCoreUtil_pct=40.7
export IMPL_post_cts_resized=0
export IMPL_critPathArrivalTime_ns=8.21
export IMPL_antenna_left=0
export IMPL_hold_class="flip-flop to flip-flop"
export IMPL_clk_latency_ns=0.43
export IMPL_reg2reg_depth=19
export IMPL_synth_avg_cell_area_um2=10.0
export IMPL_routed_wl_um=22100
export IMPL_coreArea_um2=21000
export IMPL_syn_instance_count=854
export IMPL_worstSetupEndpointType="flip-flop"
export IMPL_cts_tree="yes"
export IMPL_slew_violations=0
export IMPL_cts_setup_buffers=0
export IMPL_yosysWarnings=3
export IMPL_drtIter0Drc=413
export IMPL_timing_hold_ws_ns=0.597
export IMPL_required_ns=8.68
export IMPL_viasPerCell=5.40
export IMPL_htreeDepth=3
export IMPL_hpwl_um=15200
export IMPL_rsz0062_at_grt="no"
export IMPL_synth_top_flop_cell="edfxtp_1"
export IMPL_ys_types=68
export IMPL_top_area_cell="edfxtp_1"
export IMPL_numCtsBuffers=9
export IMPL_cap_violations=0
export IMPL_wire_per_inst_um=16.7
export IMPL_critPathLaunchType="primary input"
export IMPL_synth_stat_cells=854
export IMPL_final_layout_top_logic_cells="131 x clkdlybuf4s50_1, 124 x inv_1, 106 x edfxtp_1, 76 x nor2_1, 54 x xor2_1"
export IMPL_ys_area_um2=8550
export IMPL_cp_slowest_cell="clkdlybuf4s50_1"
export IMPL_drive_gt1_share_pct=6.37
export IMPL_seq_area_frac_synth_pct=37.4
export IMPL_rows=53
export IMPL_peakVddDrop_uv=109
export IMPL_route_vias_total=7156
export IMPL_hold_depth=1
export IMPL_grt_max_degree=53
export IMPL_antenna_found_initial=0
export IMPL_die_area_um2=22000
export IMPL_clock_skew_ns=0.0276
export IMPL_area_leaders="edfxtp_1 37%, xnor2_1 5.5%, xor2_1 5.5%"
export IMPL_gp_congestion=0.933
export IMPL_io_buffers=131
export IMPL_area_growth_pct=25.1
export IMPL_ctsLongestPathBuffers=2
export IMPL_rrSetupSlack_ns=12.23
export IMPL_fin_setup_tns_ns=0
export IMPL_critPathMaxFanout=25
export IMPL_worstSetupPathType="primary input to flip-flop"
export IMPL_drc=0
export IMPL_cts_clk_slew_worst_paths_ns=0.03
export IMPL_max_slew_margin_rel_pct=41.9
export IMPL_grt_overflow=0
export IMPL_async_reset_ff_share_pct=0
export IMPL_groute_usage_overall_pct=21.8
export IMPL_cpMostUsedCell="fa_1"
export IMPL_yosysTopAreaCellShare_pct=37.2
export IMPL_warnings=135
export IMPL_numClockSinks=107
export IMPL_p_leak_uw=0.00432
export IMPL_ios=132
export IMPL_first_global_vias=7261
export IMPL_edf_count=106
export IMPL_tightest_slew_ns=0.864
export IMPL_hold_buffers=0
export IMPL_drtPass1Iterations=6
export IMPL_die_h_um=148
worst max-delay path: cells and delay by family:
family	cells	cell delay [ns]
AND-OR/OR-AND	4	0.77
XOR/XNOR	3	0.59
adder cells (fa/ha/maj)	4	1.51
buffers and inverters	3	0.96
multiplexers	1	0.35
AND/OR/NAND/NOR	5	0.60
layout make-up:
cell class              count  area, um^2  share of cell area (%)
well taps                 275         344                    3.22
multi-input cells         658        4920                    46.0
flip-flops and latches    107        3200                    29.9
inverters                  17        63.8                   0.596
clock buffers               9         225                    2.11
clock inverters           114         490                    4.58
repair buffers            146        1450                    13.5
stage by stage:
| stage | total power (uW) | worst slack, ns | area, um^2 | utilization, % | instances |
|---|---|---|---|---|---|
| detailed placement | 2050 | 0.0903 | 9990 | 47.5 | 1204 |
| global placement | 2050 | 0.116 | 9990 | 47.5 | 1204 |
| finish | 2340 | 0.473 | 10700 | 50.9 | 1326 |
| CTS | 2370 | 0.509 | 10700 | 50.9 | 1326 |
| global route | 2580 | 0.146 | 10700 | 50.9 | 1326 |
| floorplan | 1600 | 0.217 | 8550 | - | 854 |
worst paths after layout:
path	end	startpoint
setup / recovery	acc_q[4]$_DFFE_NP_	signed_i
hold / removal	cntr_q[0]$_SDFFCE_NN0N_	cntr_q[0]$_SDFFCE_NN0N_
setup reg to reg	acc_q[4]$_DFFE_NP_	divisor_q[31]$_SDFFCE_NN0P_
hold reg to reg	cntr_q[0]$_SDFFCE_NN0N_	cntr_q[0]$_SDFFCE_NN0N_
synth_stat cells, types with 5 or more instances:
cell / number
edfxtp_1: 106
nor3_1: 19
or3_1: 10
buf_4: 32
o31ai_1: 7
a31oi_1: 15
mux2_2: 11
nor4_1: 15
clkbuf_1: 29
nor2_1: 77
buf_1: 6
o22ai_1: 17
a21o_1: 7
ha_1: 37
nand2_1: 54
a22oi_1: 17
a222oi_1: 13
a21oi_1: 29
nand3_1: 10
xnor2_1: 54
nand2b_1: 10
mux2i_1: 14
inv_1: 17
o21ai_0: 37
nand4_1: 10
fa_1: 23
and2_1: 43
xor2_1: 54
o41ai_1: 5
sequential cells by signal (all words and copies together) (netlist names):
register / count
acc_q: 32
dividend_q: 32
divisor_q: 32
cntr_q: 5
state_q: 2
result_rdy: 1
sign_dividend: 1
sign_result: 1
signed_divsn: 1
cell families (layout without fill, tap and decap cells):
group / Yosys count / in the layout / synth area share, %
and+or+nand+nor: 288 / 288 / 18.2
AOI/OAI and AO/OA: 175 / 175 / 13.8
xor gates and xnor gates: 108 / 108 / 11.1
DFF: 107 / 107 / 37.4
buffers and inverters: 89 / 286 / 5.44
adders and majority gates: 60 / 60 / 10.8
muxes: 27 / 27 / 3.35
report_power, final:
group	total, uW	internal (uW)	switching (uW)
clock	329	161	168
combinational	1340	638	701
sequential	672	507	165
total	2340	1310	1030
layer usage:
metal  GRT usage [%]  wire [um]  up-vias
met1            33.1      10200     3325
met3            7.20       1770       31
met4            7.68        403        0
li1                -          -     3519
met2            30.4       9770      281
met5               0          0        -
No activity file was given, so power comes from the tool's default toggle rates.
