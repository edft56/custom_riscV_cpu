==> design/flow/design.v <==
`timescale 1ns/1ns
module barrel_shifter_32(   input [31:0] x,
                            input [4:0] shift_by,
                            input left,
                            input arith,
                            output [31:0] out);
wire [31:0] stage16,stage8,stage4,stage2,stage1;
    wire [31:0] reverse1_out;
    wire replace_val = (arith) ? x[31] : 1'b0;
    wire [31:0] in1_sh16 = { {16{replace_val}} , reverse1_out[31:16] };
    wire [31:0] in1_sh8 = { {8{replace_val}} , stage16[31:8] };
    wire [31:0] in1_sh4 = { {4{replace_val}} , stage8[31:4] };
    wire [31:0] in1_sh2 = { {2{replace_val}} , stage4[31:2] };
    wire [31:0] in1_sh1 = { {1{replace_val}} , stage2[31:1] };
    genvar i;
    generate
        for(i=0; i<32; i=i+1) begin
            mux_2to1 reverse1(.in0( x[i] ),
                            .in1( x[31-i] ),
                            .sel( left ),
                            .out( reverse1_out[i] ));
            mux_2to1 shift16(.in0( reverse1_out[i] ),
                            .in1( in1_sh16[i] ),
                            .sel( shift_by[4] ),
                            .out( stage16[i] ));
            mux_2to1 shift8(.in0( stage16[i] ),
                            .in1( in1_sh8[i] ),
                            .sel( shift_by[3] ),
                            .out( stage8[i] ));
            mux_2to1 shift4(.in0( stage8[i] ),
                            .in1( in1_sh4[i] ),
                            .sel( shift_by[2] ),
                            .out( stage4[i] ));
            mux_2to1 shift2(.in0( stage4[i] ),
                            .in1( in1_sh2[i] ),
                            .sel( shift_by[1] ),
                            .out( stage2[i] ));
            mux_2to1 shift1(.in0( stage2[i] ),
                            .in1( in1_sh1[i] ),
                            .sel( shift_by[0] ),
                            .out( stage1[i] ));
            mux_2to1 reverse2(.in0( stage1[i] ),
                            .in1( stage1[31-i] ),
                            .sel( left ),
                            .out( out[i] ));
        end
    endgenerate
endmodule
module mux_2to1(input in0,
                input in1,
                input sel,
                output out);
    assign out = (sel) ? in1 : in0;
endmodule
==> design/flow/run.sh <==
#!/bin/bash
# OpenROAD 26Q1-2900-gdf79404cd8, Yosys 0.63+post, stock flow scripts
make -C /OpenROAD-flow-scripts/flow DESIGN_CONFIG=/design/flow/config.mk WORK_HOME=/design/flow/orfs finish
==> design/flow/config.mk <==
export PLATFORM = sky130hd
export DESIGN_NAME = barrel_shifter_32
export DESIGN_NICKNAME = barrel_shifter_32
export VERILOG_FILES = /design/flow/design.v
export SDC_FILE = /design/flow/constraint.sdc
export NUM_CORES = 4
export LEC_CHECK = 1
export CORE_UTILIZATION = 50
==> design/flow/constraint.sdc <==
current_design barrel_shifter_32

set clk_period 6.1
set clk_io_pct 0.2

create_clock -name clk0 -period $clk_period

set non_clock_inputs [all_inputs -no_clocks]
set_input_delay [expr $clk_period * $clk_io_pct] -clock clk0 $non_clock_inputs
set_output_delay [expr $clk_period * $clk_io_pct] -clock clk0 [all_outputs]
==> run summary <==
outcome - finished, final reports clean
Initial Util - 52.5%
registers - 0
met2 wire length - 6510 microns
gr usage total - 37.7%
Crit. End Element - output port
number of OpenROAD warnings - 33
leakage - 1.55 nW
Worst Setup Start Kind - input pin
wire length per cell - 24.0 microns
post-route cell area - 4280 sq um
Yosys Chip Area - 3850 sq um
Core Area - 7330 sq um
# clk buffers - 0
# Max-Cap Violations - 0
worst hold path class - input pin to output port
Min Clock Period, post-route - 5560 ps
PostCTS Resize Cnt - 0
postcts setup bufs - 0
# rows - 31
WS Path Type - input pin to output port
full die area - 8060 sq um
worst-margin pin slew - 807 ps
RSZ-0062 raised after global routing - no
met3 routed WL - 1870 microns
Pwr per Cell Area - 101 nW/um^2
first-pass GRT wire length - 23500 microns
setup TNS - 0 ps
DR pass1 iterations - 7
# IOs - 71
Syn Inst Count - 509
vias in the first global route - 4171
WL met1 - 5780 microns
Synth cell types - 67
Horiz. Die Dim - 89.8 microns
top sig layer - met4
Syn Area/Cell - 7.57 sq um
layout cell share with drive strength beyond 1 - 17.0%
worst hold stages - 4
DR vias - 4450
Final Hold Viols - 0
final setup fails - 0
area grow syn2layout - 11.1%
crit share post-route - 91.2%
DRC - 0
hold_buf cts - 0
fin. max-slew vios - 0
number of I/O port buffers - 71
global route overflow - 0
n_diodes - 0
GP Congestion - 1.06
Post-synth seq share - 0%
Slew HR - 46.2%
final wirelength - 14700 microns
# Cells Yosys - 509
cell area after synthesis - 3850 sq um
Crit Path Max Fanout - 32
drt initial violations - 488
hpwl dp - 11500 microns
highest clock rate - 0.180 GHz
Synth warnings - 0
Die Y-Extent - 89.8 microns
worst hold margin - 3680 ps
critical path arrival - 4340 ps
largest net degree at the start of global routing - 43
Worst VDD drop - 0.0600 mV
initial antenna violation count - 0
Sequential Area - 0 sq um
fill count - 656
vias per cell - 7.27
ANT nets after route - 0
dpl cell area - 4280 sq um
Worst EP required - 4880 ps
## synth_stat cells, types with 6 or more instances
cell,n,area (sq um)
a211oi_1,6,45.0
a21oi_1,24,120
a22o_1,6,52.6
a22oi_1,14,105
a31oi_1,7,43.8
buf_2,18,90.1
buf_4,34,255
clkbuf_1,20,75.1
mux2_2,39,439
mux2i_1,42,420
mux4_2,22,495
nand2_1,35,131
nand2b_1,8,50.1
nand3_1,9,45.0
nor2_1,45,169
nor3_1,12,60.1
nor4_1,10,62.6
o211ai_1,11,82.6
o21ai_0,13,65.1
o22a_1,9,78.8
o22ai_1,27,169
## cells by family after synthesis
family / count (synthesis) / synth area share (%)
buffers and inverters: 87 / 13.4
AND-OR/OR-AND: 171 / 32.6
AND/OR/NAND/NOR: 145 / 18.0
multiplexers: 106 / 36.1
## per-stage QoR
step	util [%]	instances	setup slack [ps]	power (W)
2_1_floorplan	-	509	1830	0.000296
3_3_place_gp	58.4	612	642	0.000423
3_5_place_dp	58.4	612	654	0.000423
4_1_cts	58.4	612	655	0.000425
5_1_grt	58.4	612	458	0.000464
6_report	58.4	612	540	0.000434
## worst paths after layout
path,from,end
worst max-delay path,left,out[19]
worst min-delay path,left,out[16]
## metal layers
metal  vias up  global-route usage [%]
met1      2085                    52.3
met3        49                    11.3
met5         -                       0
met4         0                    10.4
met2       314                    57.6
li1       2002                       -
## placed cells by master (no fill, tap or decap), types with 4 or more instances in the layout
| cell type | netlist | routed |
|---|---|---|
| clkdlybuf4s50_1 | 0 | 67 |
| nor2_1 | 45 | 45 |
| mux2i_1 | 42 | 42 |
| mux2_2 | 39 | 39 |
| nand2_1 | 35 | 35 |
| o22ai_1 | 27 | 27 |
| a21oi_1 | 24 | 24 |
| mux4_2 | 22 | 22 |
| a22oi_1 | 14 | 14 |
| buf_4 | 34 | 14 |
| o21ai_0 | 13 | 13 |
| nor3_1 | 12 | 12 |
| o211ai_1 | 11 | 11 |
| nor4_1 | 10 | 10 |
| o22a_1 | 9 | 9 |
| nand3_1 | 9 | 9 |
| nand2b_1 | 8 | 8 |
| a31oi_1 | 7 | 7 |
| a211oi_1 | 6 | 6 |
| a22o_1 | 6 | 6 |
| inv_1 | 5 | 5 |
| and3_1 | 5 | 5 |
| and2_1 | 4 | 4 |
| or3_1 | 4 | 4 |
| o221ai_1 | 4 | 4 |
| o2bb2ai_1 | 4 | 4 |
| buf_2 | 18 | 4 |
## worst max-delay path, cell delays in order
cell and delay, ps:
buf_2 330, buf_4 350, or2_1 340, a21bo_2 260, a31oi_1 500, a22oi_1 210, a22oi_1 430, mux2_2 230
clkdlybuf4s50_1 450
## final cells by class
cell class,instances,area (sq um),share of cell area [%]
inverter,6,22.5,0.526
multi-input combinational,422,3340,78.0
tap,99,124,2.89
timing repair buffer,85,796,18.6
## where the power goes
group	switching [W]	leakage [nW]	internal [W]
logic	0.000223	1.55	0.000211
registers	0	0	0
clock network	0	0	0
total	0.000223	1.55	0.000211
Power figures rest on the tool's default switching activity, not on a simulated workload.
